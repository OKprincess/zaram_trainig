--- flow/run.sh ---
#!/bin/bash
# OpenROAD 26Q1-2900-gdf79404cd8, Yosys 0.63+post, stock flow scripts
make -C /OpenROAD-flow-scripts/flow DESIGN_CONFIG=/design/flow/config.mk WORK_HOME=/design/flow/orfs finish
--- flow/config.mk ---
export PLATFORM = sky130hd
export DESIGN_NAME = adder_cla
export DESIGN_NICKNAME = adder_cla
export VERILOG_FILES = /design/flow/design.v
export SDC_FILE = /design/flow/constraint.sdc
export NUM_CORES = 4
export LEC_CHECK = 1
export CORE_AREA = 10 10 92 92
export DIE_AREA = 0 0 102 102
--- flow/constraint.sdc ---
current_design adder_cla

set clk_period 15.3
set clk_io_pct 0.2

create_clock -name clk0 -period $clk_period

set non_clock_inputs [all_inputs -no_clocks]
set_input_delay [expr $clk_period * $clk_io_pct] -clock clk0 $non_clock_inputs
set_output_delay [expr $clk_period * $clk_io_pct] -clock clk0 [all_outputs]
--- flow/design.v ---
module	cla_block_4bit
(
	output					o_c,
	output		[3:0]		o_s,
	input		[3:0]		i_a,
	input		[3:0]		i_b,
	input					i_c
);
	wire		dummy_c;
	assign		{dummy_c, o_s}	= i_a + i_b + i_c;
	wire		[3:0]		p;
	wire		[3:0]		g;
	assign		p	= i_a ^ i_b;
	assign		g	= i_a & i_b;
	wire		group_p;
	wire		group_g;
	assign		group_p		= &p;	 
	assign		group_g		= g[3] | (p[3] & (
											g[2] | (p[2] & (
											g[1] | (p[1] & (
											g[0]))))));
	assign		o_c			= group_g | (group_p & i_c);
endmodule
module adder_cla
(
	output						o_c,
	output		[31:0]			o_s,
	input		[31:0]			i_a,
	input		[31:0]			i_b,
	input						i_c
);
	wire		[8:0]			internal_c;
	assign		internal_c[0]	= i_c;
	assign		o_c				= internal_c[8];
	genvar		i;
	generate
		for (i=0; i<8; i=i+1) begin
			cla_block_4bit
			u_cla_block_4bit(
				.o_c			(internal_c[i+1]	),
				.o_s			(o_s[4*(i+1)-1-:4]	),	 
				.i_a			(i_a[4*(i+1)-1-:4]	),
				.i_b			(i_b[4*(i+1)-1-:4]	),
				.i_c			(internal_c[i]		)
			);
		end
	endgenerate
endmodule
==> flow_summary.ini <==
; flow metrics
[outcome]
outcome = completed

[cells_and_area]
seq_area_um2 = 0
area_growth_pct = 78.6
fillCellCount = 646
lay_top_count = clkdlybuf4s50_1
lay_top_cells = 98 x clkdlybuf4s50_1, 32 x ha_1, 19 x a21oi_1
nClkBuffers = 0
flops = 0
drive_gt1_share_pct = 3.64
final_area_mm2 = 0.00245

[worst_setup_path]
worstPathRequired_ps = 12240
critPathSlowestCell = clkdlybuf4s50_1
slowest_delay_ps = 500
crit_chain = clkdlybuf4s50_1 -> ha_1 -> a21oi_1 -> nor2_1 -> a211oi_1 -> nand3_2 -> o21ai_2 -> o21ai_1 -> fa_1 -> fa_1 -> xor2_1 -> clkdlybuf4s50_1
end_kind = primary output
path_class = in -> out
crit_arrival_ps = 6330
path_max_fanout = 4
start_kind = input port

[route]
drt-initial-drc-count = 17
routedWlPerCell_um = 13.4
ant_nets = 0
via_count = 1413
n_antenna_cell = 0
met1_length_mm = 1.79
top_layer_used = met3
vias_per_cell = 4.36
wl_met3_um = 449
drc_errors = 0
first_pass_iters = 3
route.met2.wl_mm = 2.11
routed_wl_mm = 4.35

[sta]
finalSetupTns_ps = 0
post-route-min-period_ps = 9390
tightest_slew_ps = 305
max_freq_mhz = 106
holdWs_ps = 7210
final-setup-viol-count = 0
hold_viol = 0
rsz0062_at_grt = false
slew-limit-headroom_pct = 79.4
slew_violations = 0
post-route-period-util_pct = 61.4

[floorplan]
chipWidth_um = 102
rows = 29
die_area_mm2 = 0.0104
fp-utilization_pct = 21.2
ios = 98
core_area_mm2 = 0.00646
die_h_um = 102

[logic_synthesis]
yosysTopAreaCell = ha_1
synthesis.instances = 149
avgSynthCellArea_um2 = 9.20
ys_cells = 149
ys_chip_area_mm2 = 0.00137
syn_area_mm2 = 0.00137
ys_warn_count = 0
netlist.area_leader.share_pct = 29.2
topCellsByArea = ha_1 29%, fa_1 23%, a21oi_1 6.9%
ys_seq_share_pct = 0
synth.distinct_cells = 26

[clock_network]
cts-resized-gates = 0
cts_hold_buf = 0
cts_setup_buffers = 0

[power_and_ir_drop]
peakVddDrop_mv = 0.0173
internal-power_mw = 0.0671
pwr-share-seq_pct = 0
power_density_mw_per_mm2 = 41.3
swShare_pct = 33.7
power_frac_clock_pct = 0
leakagePower_nw = 1.07
p_switching_mw = 0.0341
comb_power_share_pct = 100.0

[placement]
place_congestion = 0.824
hpwl_mm = 4.20
place_area_mm2 = 0.00245
port_buffers = 98

[global_route]
grt_pass1_wl_mm = 7.22
antenna_found_initial = 0
grt_max_degree = 5
grt.total_usage_pct = 8.44
overflow = 0
grt_pass1_vias = 1477

[flow_run]
warnings = 32
cap_violations = 0

[hold_path]
hold_path_class = in -> out
==> worst paths after layout <==
path,startpoint,slack (ps),endpoint,cells after the start
worst max-delay path,i_a[9],5910,o_s[30],12
worst min-delay path,i_c,7210,o_s[0],5
==> synth_stat cells (all sizes together) <==
cell,instances
a2111oi,1
a211o,2
a211oi,2
a21o,13
a21oi,19
and4,1
fa,16
ha,32
inv,12
nand2,6
nand3,2
nand4,5
nor2,8
nor2b,2
nor3,1
o21a,1
o21ai,7
o31ai,2
or3b,1
xnor2,9
xor2,7
==> cell type report <==
type	instances	area, um^2	area share, %
multi-input cells	137	1330	54.2
repair buffers	98	981	40.1
well taps	77	96.3	3.93
inverters	12	45.0	1.84
==> metrics by stage <==
| step | total power [mW] | std cells | worst slack, ps | util, % |
|---|---|---|---|---|
| 2_1_floorplan | 0.0356 | 149 | 7020 | - |
| 3_3_place_gp | 0.103 | 324 | 5940 | 37.9 |
| 3_5_place_dp | 0.103 | 324 | 5890 | 37.9 |
| 4_1_cts | 0.104 | 324 | 5850 | 37.9 |
| 5_1_grt | 0.115 | 324 | 5660 | 37.9 |
| 6_report | 0.101 | 324 | 5910 | 37.9 |
==> critical path: cells and delay by family <==
family,cells,cell delay (ps)
buf+inv,2,960
compound gates,4,780
fa+ha+maj,3,1140
simple gates,2,240
xor+xnor,1,170
==> per-layer routing <==
layer / global-route usage (%) / vias up
li1: - / 741
met1: 10.6 / 628
met2: 14.5 / 44
met3: 3.00 / 0
met4: 0 / 0
met5: 0 / -
==> cells by family (layout without fill, tap and decap cells) <==
group	count (synthesis)	count (layout)	synth area share (%)
buffers and inverters	12	110	3.28
AND/OR/NAND/NOR	26	26	9.76
adder cells (fa/ha/maj)	48	48	52.6
XOR/XNOR	16	16	10.2
AND-OR/OR-AND	47	47	24.2
==> power groups by stage <==
stage         Clock [mW]  Combinational, mW  Sequential, mW
finish                 0              0.101               0
global route           0              0.115               0
CTS                    0              0.104               0
Power and IR drop assume default switching activity.
