**flow/config.mk**
```make
export PLATFORM = sky130hd
export DESIGN_NAME = barrel_shifter
export DESIGN_NICKNAME = barrel_shifter
export VERILOG_FILES = /design/flow/design.v
export SDC_FILE = /design/flow/constraint.sdc
export NUM_CORES = 4
export LEC_CHECK = 1
export CORE_AREA = 10 10 70 70
export DIE_AREA = 0 0 80 80
```
**flow/constraint.sdc**
```tcl
current_design barrel_shifter

set clk_period 1.5
set clk_io_pct 0.2

create_clock -name clk0 -period $clk_period

set non_clock_inputs [all_inputs -no_clocks]
set_input_delay [expr $clk_period * $clk_io_pct] -clock clk0 $non_clock_inputs
set_output_delay [expr $clk_period * $clk_io_pct] -clock clk0 [all_outputs]
```
**flow/design.v**
```verilog
module mux2 
(
	output	o_out,
	input	i_in0,
	input	i_in1,
	input	i_sel
);
	assign	o_out	= i_sel ? i_in1 : i_in0;
endmodule
module barrel_shifter
(
	output	[7:0]	o_y,
	input	[7:0]	i_a,
	input	[2:0]	i_k
);
	wire	[7:0]	pass_or_shift4;
	wire	[7:0]	pass_or_shift2;
	genvar	i;
	generate
		for(i=0; i<8; i=i+1) begin
			mux2
			u_mux2(
				.o_out	(pass_or_shift4[i]		),	 
				.i_in0	(i_a[i]					),
				.i_in1	(i_a[(i+4)%8]			),
				.i_sel	(i_k[2]					)
			);
		end
		for(i=0; i<8; i=i+1) begin
			mux2
			u_mux2(
				.o_out	(pass_or_shift2[i]			),
				.i_in0	(pass_or_shift4[i]			),
				.i_in1	(pass_or_shift4[(i+2)%8]	),
				.i_sel	(i_k[1]						)
			);
		end
		for(i=0; i<8; i=i+1) begin
			mux2
			u_mux2(
				.o_out	(o_y[i]						),
				.i_in0	(pass_or_shift2[i]			),
				.i_in1	(pass_or_shift2[(i+1)%8]	),
				.i_sel	(i_k[0]						)
			);
		end
	endgenerate
endmodule
```
**flow/run.sh**
```bash
#!/bin/bash
# OpenROAD 26Q1-2900-gdf79404cd8, Yosys 0.63+post, stock flow scripts
make -C /OpenROAD-flow-scripts/flow DESIGN_CONFIG=/design/flow/config.mk WORK_HOME=/design/flow/orfs finish
```
==> impl_metrics.toml <==
# generated from flow reports
[outcome]
outcome = "finished with violations"
violations = "setup timing"

[grt]
overflow = 0
use_met1_pct = 4.13
antenna_found_initial = 0
grtUsageMet2_pct = 3.69
busiest_layer = "met1"
grt_pass1_wl_um = 1640
grt_start_max_net_pins = 9
grtUsageTotal_pct = 3.05
use_met3_pct = 2.73
grt_pass1_vias = 332

[setup_path]
critPathBufInv = 3
required_ns = 1.20
cp_common_cell = "buf_6"
crit_type = "input port to output pin"
start_kind = "input port"
cpPeakStageDelay_ns = 0.52
end_kind = "output pin"
critical-path-top-delay-family = "multiplexers"
crit_chain = "buf_12 > mux4_2 > buf_6 > mux2_4 > buf_6"
cp_data_arrival_time_ns = 1.40
critPathMaxFanout = 5
slowest_stage = "mux4_2"

[min_path]
holdPathStages = 4
hp-start = "i_a[4]"
worstHoldPathType = "input port to output pin"
hold_end = "o_y[0]"

[power]
power_frac_seq_pct = 0
leakage_nw = 0.250
p_per_area_mw_per_mm2 = 352
switching_share_pct = 28.3
p_int_w = 0.000150
clock_power_share_pct = 0
ir_worst_vdd_mv = 0.130
p_switching_w = 0.0000593
combPwrFrac_pct = 100.0

[final_layout]
syn2layout_area_growth_pct = 54.0
drive_gt1_share_pct = 97.4
fin_util_pct = 17.4
regArea_um2 = 0
nClkBuffers = 0
design.seq.count = 0
fin_area_um2 = 596

[die]
die_y_um = 80
placement_rows = 21
fp.dieW_um = 80
coreArea_mm2 = 0.00342
ios = 19
chipArea_mm2 = 0.00640
initial_core_util_pct = 11.3

[sta]
fin_ws_ns = -0.205
tightest_slew_ns = 0.113
slew_viol_final = 0
rsz0062_at_grt = "true"
hold_violations = 0
setup_violations = 8
maxSlewHeadroom_pct = 92.5
max_freq_mhz = 587
timing.final.crit_share_pct = 114
finalCriticalPeriod_ns = 1.70

[logic_synthesis]
netlist_instances = 27
ys_warn_count = 0
ys_cells = 27
avgSynthCellArea_um2 = 14.3
synth_area_um2 = 387
yosys_area_um2 = 387
top_cells_by_area = "mux4_1 (54%), mux2_2 (23%), buf_4 (16%), buf_6 (5.8%), buf_1 (0.97%)"
ys_seq_share_pct = 0
top_area_share_pct = 54.4
yosysTopAreaCell = "mux4_1"
ys_types = 5

[placement]
dp_hpwl_um = 884
placed_area_um2 = 568
portBuffers = 19
gp_congestion = 0.799

[drt]
drt.antenna.violating_nets = 0
n_antenna_cell = 0
avgRoutedWirePerCell_um = 11.9
vias = 282
drc = 0
drt-total-wl_um = 1010
via_per_inst = 3.32
firstDrtPassIters = 4
drt_iter0_drc = 11

[job]
tool_warnings = 35
drv_cap = 0

[clock_network]
ctsHoldBuffers = 0
[placed cells by master, fill, tap and decap left out, drive strengths merged]
cell and instances:
buf 22, dlygate4sd2 1, mux2 8, mux4 8
[repair_timing]
item                                    in CTS  in global routing
hold endpoints to repair                     0                  0
endpoints found under the setup margin       8                  8
buffers inserted                             1                  0
resized                                     86                  7
[logic make-up after synthesis]
| group | Yosys count | synth area share [%] |
|---|---|---|
| muxes | 16 | 77.7 |
| buffers and inverters | 11 | 22.3 |
[how the worst max path moves through the flow]
| stage | from | endpoint | slack [ns] | cells after the start |
|---|---|---|---|---|
| after CTS | i_k[1] | o_y[3] | -0.21 | 5 |
| final | i_k[1] | o_y[3] | -0.20 | 5 |
| after global routing | i_k[1] | o_y[3] | -0.23 | 5 |
[layer usage]
| layer | up-vias | wire length, um |
|---|---|---|
| met2 | 30 | 327 |
| met4 | 0 | 0 |
| met1 | 126 | 448 |
| li1 | 126 | - |
| met5 | - | 0 |
| met3 | 0 | 234 |
[cell usage after synthesis (all sizes together)]
| cell type | number |
|---|---|
| mux2 | 8 |
| buf | 11 |
| mux4 | 8 |
[metrics by stage]
| stage | worst slack [ns] | cells | hold slack (ns) | power [W] | TNS, ns |
|---|---|---|---|---|---|
| 2_1_floorplan | -0.0705 | 27 | 1.02 | 0.000142 | -0.559 |
| 3_3_place_gp | -1.01 | 84 | 1.85 | 0.000197 | -8.06 |
| 3_5_place_dp | -1.03 | 84 | 1.85 | 0.000199 | -8.17 |
| 4_1_cts | -0.207 | 85 | 1.14 | 0.000200 | -0.973 |
| 5_1_grt | -0.235 | 85 | 1.15 | 0.000225 | -1.15 |
| 6_report | -0.205 | 85 | 1.13 | 0.000209 | -0.906 |
[power groups by stage]
stage / Sequential, W / Clock [W] / Combinational [W]
6_report: 0 / 0 / 0.000209
5_1_grt: 0 / 0 / 0.000225
4_1_cts: 0 / 0 / 0.000200
[layout make-up]
type	instances	area (um^2)
Fill cell	378	2820
Multi-Input combinational cell	16	300
Tap cell	46	57.6
Timing Repair Buffer	23	238
No activity file was given, so power comes from the tool's default toggle rates.
