--- design.v ---
module	riscv_register
#(
	parameter	REGISTER_INIT	= 0
)
(
	output	reg	[32-1:0]		o_register_q,
	input		[32-1:0]		i_register_d,
	input						i_register_en,
	input						i_clk,
	input						i_rstn
);
	always @(posedge i_clk or negedge i_rstn) begin
		if(!i_rstn) begin
			o_register_q	<= REGISTER_INIT;
		end else begin
			if(i_register_en) begin
				o_register_q	<= i_register_d;
			end else begin
				o_register_q	<= o_register_q;
			end
		end
	end
endmodule
--- run.sh ---
#!/bin/bash
# OpenROAD 26Q1-2900-gdf79404cd8, Yosys 0.63+post, stock flow scripts
make -C /OpenROAD-flow-scripts/flow DESIGN_CONFIG=/design/flow/config.mk WORK_HOME=/design/flow/orfs finish
--- config.mk ---
export PLATFORM = sky130hd
export DESIGN_NAME = riscv_register
export DESIGN_NICKNAME = riscv_register
export VERILOG_FILES = /design/flow/design.v
export SDC_FILE = /design/flow/constraint.sdc
export NUM_CORES = 4
export LEC_CHECK = 1
export CORE_AREA = 10 10 94 94
export DIE_AREA = 0 0 104 104
--- constraint.sdc ---
current_design riscv_register

set clk_period 1.0
set clk_io_pct 0.2

create_clock -name clk0 -period $clk_period [get_ports {i_clk}]

set non_clock_inputs [all_inputs -no_clocks]
set_input_delay [expr $clk_period * $clk_io_pct] -clock clk0 $non_clock_inputs
set_output_delay [expr $clk_period * $clk_io_pct] -clock clk0 [all_outputs]
==> impl_metrics.py <==
# Metrics from the implementation run
metrics = {
    "worst_setup_path": {
        "critPathTopFamily": "flip-flops",
        "reg2reg_from": "o_register_q[12]",
        "r2r_end": "o_register_q[12]",
        "max_stage_delay_ns": 0.39,
        "critPathKind": "reg2out",
        "worstPathMaxFanout": 2,
        "endpoint_kind": "primary output",
        "required_ns": 0.80,
        "cp.buffers_inverters": 1,
        "critPathArrivalTime_ns": 0.78,
        "crit_path_cell_trace": "buf_2",
        "critPathLaunchType": "flip-flop",
        "r2r_slack_ns": 0.02,
        "crit_start": "o_register_q[15]",
        "critical-path-slowest-cell": "dfrtp_1",
        "r2r_cells": 3,
    },
    "synthesis": {
        "ys_area_sq_um": 1350,
        "syn_inst": 68,
        "synth_cell_type_count": 5,
        "synth_area_per_cell_sq_um": 19.8,
        "top_cell_area_share_pct": 59.5,
        "area_leaders": "dfrtp_1 (60%), mux2_4 (33%), buf_12 (4.5%), mux2_2 (1.7%), buf_6 (0.84%)",
        "ys_cells": 68,
        "synth_seq_share_pct": 59.5,
        "synth_area_sq_um": 1350,
        "ys.flops": 32,
        "yosys_warnings": 1,
        "synth_top_cell_by_area": "dfrtp_1",
    },
    "power": {
        "peakVddDrop_uv": 489,
        "p_per_area_nw_per_um2": 1470,
        "power_leakage_nw": 1.01,
    },
    "final_timing": {
        "post-route-min-period_ns": 0.982,
        "rsz0062_at_grt": "true",
        "slew_headroom_pct": 85.5,
        "tns_ns": 0,
        "fin_skew_ns": 0,
        "finalClockPeriodUsage_pct": 98.2,
        "max_freq_mhz": 1020,
        "fin_ws_ns": 0.0176,
        "finalHoldViolCount": 0,
        "tightest_slew_ns": 0.217,
        "setup_viol": 0,
        "worst_hold_slack_ns": 0.306,
        "drv_slew": 0,
    },
    "place": {
        "place_congestion": 0.655,
        "hpwl_um": 2500,
        "dpl_worst_slack_ns": -0.0209,
        "numPlacedInstances": 232,
        "port_buffers": 66,
    },
    "floorplanning": {
        "die_h_um": 104,
        "die-area_sq_um": 10800,
        "coreArea_sq_um": 6830,
        "core.rowCount": 30,
        "ios": 67,
        "die_w_um": 104,
        "initial_core_util_pct": 19.7,
    },
    "clocking": {
        "clk_pin_slew_ns": 0.07,
        "cts_tree": "yes",
        "htreeDepth": 2,
        "root_buffer": "clkbuf_8",
        "clock_sinks": 32,
        "clock_latency_ns": 0.27,
        "clock_path_buffers": 2,
        "cts_buffers": 5,
    },
    "global_route": {
        "grt_antenna_before_repair": 0,
        "grt_use_total_pct": 6.45,
        "grt_pass1_wl_um": 5660,
        "grt_overflow": 0,
        "grt_max_degree": 27,
        "grt_pass1_vias": 974,
    },
    "detailed_routing": {
        "viasPerCell": 3.52,
        "drcViolationCount": 0,
        "drt_pass1_iterations": 4,
        "finalWirelength_um": 3450,
        "wl_per_cell_um": 13.9,
        "num_antenna_cells": 0,
        "ant_nets": 0,
        "drtIter0Drc": 17,
        "num_vias": 873,
    },
    "finish": {
        "fillCellCount": 712,
        "finalNonFillerCells": 248,
        "largest-register": "o_register_q",
        "syn2layout_area_growth_pct": 57.1,
        "final-seq-area_sq_um": 801,
        "comb_area_sq_um": 473,
        "post-route-util_pct": 30.9,
        "drive_gt1_share_pct": 55.9,
        "largest_register_ffs": 32,
        "top_regs": "o_register_q x32",
    },
    "job": {
        "warning_count": 27,
        "cap_violations": 0,
    },
    "worst_hold_path": {
        "hold_path_class": "in2async",
    },
    "run_status": {
        "status": "complete, no violations",
    },
}
-- how the worst max path moves through the flow --
stage	slack (ns)	end	cells past startpoint
final	0.02	o_register_q[15]	1
after global routing	-0.03	o_register_q[24]	1
after CTS	-0.006	o_register_q[15]	1
-- cell type report --
class	count	area share, %
multi-input cells	32	22.4
flip-flops and latches	32	37.9
clock buffers	8	4.26
repair buffers	80	29.8
well taps	96	5.68
-- cells by family after synthesis --
family	share of synthesized area [%]
buffers and inverters	5.30
multiplexers	35.2
flip-flops	59.5
-- cells in the mapped netlist, drive strengths merged --
cell type,instances
buf,4
dfrtp,32
mux2,32
-- report_power, final --
group	internal, W	switching, W	total (W)	leakage [nW]
sequential	0.00142	0.0000607	0.00149	0.374
combinational	0.000449	0.000153	0.000602	0.592
clock	0.000561	0.000458	0.00102	0.0455
total	0.00243	0.000672	0.00311	1.01
-- cells in the final DEF (no fill, tap or decap) --
| cell | count |
|---|---|
| mux2_4 | 30 |
| dfrtp_1 | 32 |
| buf_4 | 11 |
| clkbuf_8 | 6 |
| buf_12 | 2 |
| mux2_2 | 2 |
| clkdlybuf4s50_1 | 33 |
| clkbuf_1 | 2 |
| buf_6 | 1 |
| buf_2 | 33 |
-- repair_timing --
action | CTS | global route
hold buffers | 0 | 0
buffers inserted | 6 | 2
hold endpoints to repair | 0 | 0
resized | 97 | 1
endpoints found under the setup margin | 32 | 21
-- metal layers --
metal	track usage [%]	vias to the layer above	part of all wire, %
met5	0	-	0
met4	0.497	0	0.55
met3	3.38	3	11
met2	8.74	50	39
met1	9.27	417	49
li1	-	403	-
-- per-stage QoR --
stage                     total power (W)  instance area (sq um)
after global placement            0.00220                   2120
after CTS                         0.00319                   2090
after floorplan                   0.00174                   1350
after detailed placement          0.00220                   2120
after global routing              0.00329                   2110
final                             0.00311                   2110
No activity file was given, so power comes from the tool's default toggle rates.
