<file path="./design.v">
module regfile
#(	
	parameter	MIF_FILE		= "regfile.mif",
	parameter	BW_DATA			= 32,
	parameter	BW_ADDR			= 5
)
(	
	output 		[BW_DATA-1:0]	o_rd_data0,
	output 		[BW_DATA-1:0]	o_rd_data1,
	input		[BW_ADDR-1:0]	i_rd_addr0,
	input		[BW_ADDR-1:0]	i_rd_addr1,
	input		[BW_DATA-1:0]	i_wr_data,
	input		[BW_ADDR-1:0]	i_wr_addr,
	input						i_wr_en,
	input						i_clk
);
	reg			[BW_DATA-1:0]	rf_arr[0:2**BW_ADDR-1];
	assign	o_rd_data0	= rf_arr[i_rd_addr0];
	assign	o_rd_data1 	= rf_arr[i_rd_addr1];
	always @(posedge i_clk) begin
		if (i_wr_en) begin
			rf_arr[i_wr_addr]	<= i_wr_data;
		end else begin
			rf_arr[i_wr_addr]	<= rf_arr[i_wr_data];
		end
	end
endmodule
</file>
<file path="./run.sh">
#!/bin/bash
# OpenROAD 26Q1-2900-gdf79404cd8, Yosys 0.63+post, stock flow scripts
make -C /OpenROAD-flow-scripts/flow DESIGN_CONFIG=/design/flow/config.mk WORK_HOME=/design/flow/orfs finish
</file>
<file path="./config.mk">
export PLATFORM = sky130hd
export DESIGN_NAME = regfile
export DESIGN_NICKNAME = regfile
export VERILOG_FILES = /design/flow/design.v
export SDC_FILE = /design/flow/constraint.sdc
export NUM_CORES = 4
export LEC_CHECK = 1
export CORE_UTILIZATION = 30
</file>
<file path="./constraint.sdc">
current_design regfile

set clk_period 7.8
set clk_io_pct 0.2

create_clock -name clk0 -period $clk_period [get_ports {i_clk}]

set non_clock_inputs [all_inputs -no_clocks]
set_input_delay [expr $clk_period * $clk_io_pct] -clock clk0 $non_clock_inputs
set_output_delay [expr $clk_period * $clk_io_pct] -clock clk0 [all_outputs]
</file>
==> reports/results.env <==
PORTBUFFERS=112
DP_WORST_SETUP_SLACK_PS=1710
FP-ROW-COUNT=157
STAGE_LOG_WARNINGS=26
CRIT_PATH_MAX_FANOUT=62
YOSYSTOPAREACELL='edfxtp_1'
ROUTED-VIA-COUNT=32129
WIRE_PER_INST_UM=34.1
FINAL.SETUP.WORST_SLACK_PS=1710
CRIT_ARRIVAL_PS=4530
MIN_PERIOD_PS=6090
YOSYS.STAT.CHIPAREA_MM2=0.0553
FINAL-MAX-SLEW-VIOLATION-COUNT=0
CELLPOWERDENSITY_mW_PER_MM2=210
CTS_HTREE_LEVELS=3
P_SW_mW=3.24
FINAL-INSTANCE-COUNT-EXCL-FILL=5487
POST_SYNTH_TALLY_OF_FLIP_FLOPS_WITH_INTEGRATED_ENABLE=1024
HOLD-WORST-SLACK_PS=896
SYNTH.AREA.TOP_CELLS='edfxtp_1 56%, mux4_2 31%, mux2i_1 4.4%'
CLOCK.LATENCY.LATE_PIN_PS=730
CTS_ROOT_BUFFER='clkbuf_16'
CELLLEAKAGEPOWER_nW=19.8
PIN_COUNT=113
SYN_TO_FINAL_GROWTH_PCT=15.0
SYNTHESIS.AREA_PER_INSTANCE_UM2=19.6
TRITONCTS.NUM_BUFFERS=112
YOSYS.CELL_COUNT.TOP_TYPE='edfxtp_1'
DETAIL-ROUTE-ANTENNA-NETS=0
CTS.HOLD.BUFFERS_ADDED=0
LARGESTREGISTERS='rf_arr x1024'
DPL.HPWL_UM=105000
INSTANCE_TALLY_AFTER_LOGIC_SYNTHESIS=2827
CTS_TREE='yes'
POWER_FRAC_CLOCK=0.406
YOSYS.CELL_TYPES.COUNT=38
DRTPASS1ITERATIONS=5
REQUIRED_TIME_WORST_ENDPOINT_PS=6240
PLACEMENT.CELL_AREA_MM2=0.0599
POSTSYNTHSEQSHARE=0.556
CTS_REPAIR_RESIZE_COUNT=0
DIE_HEIGHT_UM=431
DRIVE_ABOVE_1_SHARE=0.402
TIMING.SLEW.HEADROOM=0.294
DETAIL_ROUTE.DRC_VIOLATIONS=0
FF_TO_FF_PATH_DEPTH=5
HOLD_PATH.STARTPOINT='rf_arr[0][13]'
TRACK_USAGE=0.217
ANTENNA_FOUND_INITIAL=1
CRITICAL_PATH_ENDPOINT_CATEGORY='primary output'
REPORT.FINAL.HOLD_VIOL_COUNT=0
GRT_MAX_DEGREE=74
NETSWITCHINGFRACTION=0.242
TIMING.CRITICAL_PATH.FROM_TYPE='primary input'
PLACED_CELLS=5275
TIMING.CRITICAL_PATH.FROM='i_rd_addr0[0]'
BUFFERS_INSERTED_BY_POST_CTS_TIMING_REPAIR=0
GRT-OVFL-TOTAL=0
SETUP_VIOL=0
FINISHED_CELL_AREA_MM2=0.0636
HOLDPATHSTAGES=4
HOLD_CRIT_PATH_TYPE='reg -> reg'
PERIOD_USED_SHARE=0.781
NFILLCELLS=16933
GP_CONGESTION=0.855
YOSYSWARNINGS=1
NUMCLOCKSINKS=1024
VIAS_PER_CELL=5.86
RSZ_0062_RAISED_AFTER_GLOBAL_ROUTING='no'
DETAIL_ROUTE.WIRELENGTH_UM=187000
POWER.IR.VDD_WORST_mV=0.171
SHARE_OF_FLIP_FLOPS_WITH_AN_ASYNCHRONOUS_SET_OR_RESET_AFTER_SYNTHESIS=0
POST-LAYOUT-TOTAL-POWER_mW=13.4
CRITICAL_PATH_CLASS='in -> out'
FLOPS_OUT_OF_SYNTHESIS=1024
LARGEST-REGISTER='rf_arr'
PLACEABLE_CORE_REGION_MM2=0.183
FINAL.SETUP_SKEW_PS=25.4
YS_CELLS=2827
TIMING_WORST_SLEW_PIN_VALUE_PS=1060
PWR-SHARE-SEQ=0.471
TIMING.SETUP.TNS_PS=0
SYNTH.CELLS.MOST_FREQUENT='1,024 x edfxtp_1, 773 x mux4_2, 242 x mux2i_1, 135 x clkbuf_1, 96 x nand2_1'
REG2REG_FROM='rf_arr[30][12]'
GRT_FIRST_PASS_WIRELENGTH_UM=265000
LARGEST_REG_FLOPS=1024
CLK_PATH_BUF_DEPTH=3
CORE_UTIL_FLOORPLAN=0.302
SYNTHFLOPTYPE='edfxtp_1'
CTS.CLK_SLEW.WORST_PATHS_PS=60
DRTITER0DRC=2101
CHIPWIDTH_UM=431
SYN_AREA_MM2=0.0553
DIE_AREA_MM2=0.186
RUN_STATUS='finished clean'
FINAL_UTIL=0.348
TOP_CELL_AREA_SHARE=0.556
FIRST_GLOBAL_VIAS=35809
POWER.COMBINATIONAL.FRACTION=0.123
INTERNAL_POWER_mW=10.1
DRV.MAX_CAP_VIOLATION_COUNT=0
MAX_FREQ_MHz=164
path summary, 6_finish.rpt:
path	end	slack [ps]
max	o_rd_data0[30]	1710
min reg2reg	rf_arr[1][13]	900
min	rf_arr[1][13]	900
max reg2reg	rf_arr[21][12]	5090
power groups by stage:
stage     clock network [mW]  registers (mW)  logic, mW
4_1_cts                 5.48            6.29       1.66
6_report                5.42            6.30       1.64
5_1_grt                 5.69            6.30       1.75
cell families after synthesis:
kind of cell	count (synthesis)	share of synthesized area
AOI/OAI and AO/OA	192	0.0259
buffers and inverters	267	0.0227
DFF	1024	0.556
muxes	1085	0.373
and+or+nand+nor	259	0.0226
worst max-delay path, cell delays in order:
cell	delay, ps
buf_8	430
buf_12	480
mux4_2	580
mux4_2	480
mux2_2	340
clkdlybuf4s50_1	440
routing by layer:
layer,share of wire,global-route usage,wire (um)
met5,0.00064,0.00755,119
met4,0.047,0.0773,8760
met3,0.18,0.174,34100
met2,0.48,0.331,89600
met1,0.29,0.220,54700
layout by cell type (no fill, tap or decap), types with 15 or more instances in the layout:
| master | n |
|---|---|
| buf_4 | 122 |
| edfxtp_1 | 1024 |
| a22oi_1 | 92 |
| nand2_1 | 96 |
| clkinv_1 | 23 |
| clkinv_2 | 15 |
| buf_12 | 21 |
| mux4_2 | 773 |
| clkdlybuf4s50_1 | 98 |
| nand4_1 | 56 |
| mux2i_1 | 242 |
| nor2_4 | 37 |
| nand3_1 | 32 |
| o21ai_0 | 29 |
| a22o_1 | 54 |
| mux2_2 | 70 |
| bufinv_16 | 15 |
| clkbuf_16 | 112 |
final cells by class:
class	count	area, um^2	area share
antenna	4	10.0	0.000157
inverter	1	3.75	0.0000590
clock inverter	82	877	0.0138
sequential	1024	30700	0.483
multi-input combinational	1536	23600	0.371
clock buffer	126	2860	0.0449
tap	2464	3080	0.0485
timing repair buffer	250	2430	0.0382
No activity file was given, so power comes from the tool's default toggle rates.
