`/design/flow/config.mk`:
```
export PLATFORM = sky130hd
export DESIGN_NAME = alu
export DESIGN_NICKNAME = alu
export VERILOG_FILES = /design/flow/design.v
export SDC_FILE = /design/flow/constraint.sdc
export NUM_CORES = 4
export LEC_CHECK = 1
export CORE_UTILIZATION = 40
```
`/design/flow/constraint.sdc`:
```
current_design alu

set clk_period 11.1
set clk_io_pct 0.2

create_clock -name clk0 -period $clk_period

set non_clock_inputs [all_inputs -no_clocks]
set_input_delay [expr $clk_period * $clk_io_pct] -clock clk0 $non_clock_inputs
set_output_delay [expr $clk_period * $clk_io_pct] -clock clk0 [all_outputs]
```
`/design/flow/design.v`:
```
module alu
(	
	output reg	[31:0]			o_y,
	output 						o_c,
	input		[31:0]			i_a,
	input		[31:0]			i_b,
	input		[2:0]			i_f
);
	wire		[31:0]			b_mux;
	wire		[31:0]			sum;
	assign		b_mux		= i_f[2] ? ~i_b : i_b;
	assign		{o_c, sum}	= i_a + b_mux + i_f[2];
	always @(*) begin
		case(i_f[1:0])
			2'b00:	o_y		= i_a&b_mux;
			2'b01:	o_y		= i_a|b_mux;
			2'b10:	o_y		= sum;
			2'b11:	o_y		= {{31{1'b0}}, sum[31]};	 
		endcase
	end
endmodule
```
`/design/flow/run.sh`:
```
#!/bin/bash
# OpenROAD 26Q1-2900-gdf79404cd8, Yosys 0.63+post, stock flow scripts
make -C /OpenROAD-flow-scripts/flow DESIGN_CONFIG=/design/flow/config.mk WORK_HOME=/design/flow/orfs finish
```
==> run notes <==
impl run done, here's what came out: status=completed, number of cell instances after yosys synthesis=roughly 490, max-cap viol count=0, min cycle time layout=about 8.5 ns, Core Region=between 8000 and 9000 sq um, cell family with the largest share of critical-path delay=AND-OR/OR-AND gates, Worst setup EP type=output port, final wirelength=9.62 mm, count of pins over their slew limit=0, path class of the lowest-slack min-delay path=in2out, count of endpoints failing hold in the final timing report=0, instance count of the mapped netlist=a little under 500, synthesized chip area reported by yosys=approximately 3400 sq um, stages on the worst setup path=14, first-pass detailed-route iteration total=4, period utilization=between 70 and 80%, Site Rows=33, hold path cells=5, sequence of cells on the critical path=buf_2 -> buf_4 -> xor2_1 -> inv_1 -> ha_1 -> a21oi_1 -> o21ai_0 -> a21oi_1 -> a2111oi_2 -> o21ba_1 -> a41oi_2 -> xnor2_1 -> mux4_2 -> clkdlybuf4s50_1, Unique cell types=52, Floorplan Utilization=around two fifths, Detail Placement HPWL=just under 8 mm, hold buffer count at CTS=0, RePlAce Congestion=0.938, Die Span X=94.2 um, # DRC=0, worst path buffer plus inverter count=4, hold_sp=i_a[5], VDD IR-drop max=around 0.027 mV, sequential cell area=0 sq um, Die Footprint=between 8000 and 9000 sq um, clock buffers=0, Crit path top cell by count=a21oi_1, count of flip-flops and latches=0, Die Span Y=roughly 94 um, data arrival time of the critical path=6.25 ns, overall routing resource usage=22.8%, layer with the highest usage after global routing=met2, OpenROAD warning count=64, antenna diode count=0, GR Layer Usage met3=0.165%, Max Fanout on Critical Path=34, Port Buffers=100, drt initial violations=78, Crit path largest cell delay=0.54 ns, Total Negative Setup Slacks=0 ns, fraction of met2 tracks used by global routing=36.7%, pin count of the biggest net entering global routing=35, startpoint types=input pin, Critical Path RT=8.88 ns, sink of the worst hold path=o_y[5], via count=between 3,000 and 4,000, Ys Warns=1, area growth from synthesis to layout=31.1%, crit path kind=in2out, met1 track demand over resource=a little over a third, smallest hold slack=roughly 5.5 ns, mean post-synth cell area=6.90 sq um, part of the Yosys area used for sequential elements=0%, Resize count post-CTS=0, Synth Cell Area=roughly 3400 sq um, relative slew slack=45.1%, reported leakage power=2.16 nW, antenna-violating nets left=0, critical-path cell with the highest stage delay=a2111oi_2, slew at the pin closest to its max-slew limit=0.821 ns, unrepaired setup endpoints after global routing=no, global-route wire length before repair=16.1 mm, ratio of routed vias to standard cells=around 5.3, global-route congestion overflow total=0, cell area power density=65.3 nW/um^2, number of antenna violations at the first check in global routing=0, ports placed on the boundary=about 100, f_max=~0.12 GHz, fraction of layout instances using a drive strength above 1=2.44%, Setup violations, final=0, routed wire length per instance=14.2 um, end-of-flow core utilization=54.3%, vias in the first global route=3,274, postcts setup bufs=0
==> cell usage after synthesis, types with 3 or more instances <==
library cell   n  area (sq um)
nor3_1         6          30.0
buf_1          3          11.3
nor2_1        25          93.8
nand4_1        3          18.8
xnor2_1       18           158
o22ai_1       19           119
xor2_1        41           359
and2_1         7          43.8
a31oi_1        5          31.3
inv_1         78           293
nand3_1        5          25.0
ha_1          64           801
a21oi_1       39           195
clkbuf_1      20          75.1
a211oi_1       4          30.0
nor2b_1        6          37.5
o21ai_0       30           150
mux2i_1       21           210
o211ai_1       3          22.5
nand2_1       31           116
nand2b_1       3          18.8
and3_1         5          31.3
o21a_1         4          30.0
a21o_1        13          97.6
o21bai_1       4          30.0
a2111oi_0      3          26.3
==> layout make-up <==
| type | count | area (sq um) |
|---|---|---|
| Inverter | 78 | 293 |
| Fill cell | 803 | 3750 |
| Multi-Input combinational cell | 391 | 3010 |
| Tap cell | 105 | 131 |
| Timing Repair Buffer | 104 | 1030 |
==> through the flow <==
stage,area [sq um],std cells,power [W],setup WS (ns)
final,4460,678,0.000291,2.63
after global routing,4460,678,0.000327,2.38
after CTS,4460,678,0.000293,2.66
after detailed placement,4460,678,0.000291,2.68
after global placement,4460,678,0.000291,2.72
after floorplan,3400,493,0.000185,3.75
==> per-layer routing <==
metal | wire, um | part of all wire [%] | vias to the layer above
met5 | 0 | 0 | -
met4 | 0 | 0 | 0
met3 | 543 | 5.6 | 0
met2 | 4190 | 44 | 104
met1 | 4890 | 51 | 1596
li1 | - | - | 1861
==> where the power goes <==
part	switching (W)	internal (W)	total (W)
combinational	0.000145	0.000147	0.000291
sequential	0	0	0
clock	0	0	0
total	0.000145	0.000147	0.000291
==> kinds of logic (layout without fill, tap and decap cells) <==
kind of cell / Yosys count / in the layout / synth area share (%)
fa+ha+maj: 65 / 65 / 24.1
buf+inv: 102 / 182 / 11.5
simple gates: 100 / 100 / 14.6
mux: 23 / 23 / 7.17
xor+xnor: 59 / 59 / 15.2
compound gates: 144 / 144 / 27.4
==> layout by cell type, fill, tap and decap left out, types with 3 or more instances in the layout <==
master	instances
a21oi_1	39
and2_1	7
nand4_1	3
o211ai_1	3
o21a_1	4
ha_1	64
mux2i_1	21
inv_1	78
xor2_1	41
nand2_1	31
a2111oi_0	3
o21bai_1	4
a31oi_1	5
o21ai_0	30
nand3_1	5
nor2_1	25
xnor2_1	18
a21o_1	13
and3_1	5
a211oi_1	4
nor2b_1	6
clkdlybuf4s50_1	99
buf_4	4
o22ai_1	19
nor3_1	6
nand2b_1	3
==> how the worst max path moves through the flow <==
stage / startpoint / end
global route: i_f[2] / o_y[0]
CTS: i_f[2] / o_y[0]
finish: i_f[2] / o_y[0]
Power and IR drop assume default switching activity.
